## /design/flow/design.v

```verilog
module moore_1101 (y, x, clk, reset);
output y;
input x;
input clk;
input reset;
reg y;
parameter     
start = 3'b000,
id1   = 3'b001,
id11  = 3'b011,
id110 = 3'b010,
id1101= 3'b110;  
reg[2:0] E1; 
reg[2:0] E2; 
always @(x or E1)
begin
  case (E1)
  start:
    if (x)
      E2 = id1;
      else
      E2 = start;
  id1:
    if (x)
      E2 = id11;
    else
      E2 = start;
  id11:
    if(x)
      E2 = id11;
    else
      E2 = id110;
  id110:
    if (x)
      E2 = id1101;
    else
      E2 = start;
  id1101:
    if (x)
      E2 = id11;
    else
      E2 = start;
  default:  
    E2 = 3'bxxx;
  endcase
end  
always @ ( posedge clk or negedge reset )
  begin
  if (reset)
    E1=E2;  
  else
    E1=0;  
  end  
always @ (E1)
  begin
  y=E1[2];  
end  
endmodule  
```

## /design/flow/run.sh

```bash
#!/bin/bash
# OpenROAD 26Q1-2900-gdf79404cd8, Yosys 0.63+post, stock flow scripts
make -C /OpenROAD-flow-scripts/flow DESIGN_CONFIG=/design/flow/config.mk WORK_HOME=/design/flow/orfs finish
```

## /design/flow/config.mk

```make
export PLATFORM = sky130hd
export DESIGN_NAME = moore_1101
export DESIGN_NICKNAME = moore_1101
export VERILOG_FILES = /design/flow/design.v
export SDC_FILE = /design/flow/constraint.sdc
export NUM_CORES = 4
export LEC_CHECK = 1
export CORE_AREA = 10 10 70 70
export DIE_AREA = 0 0 80 80
```

## /design/flow/constraint.sdc

```tcl
current_design moore_1101

set clk_period 1.6
set clk_io_pct 0.2

create_clock -name clk0 -period $clk_period [get_ports {clk}]

set non_clock_inputs [all_inputs -no_clocks]
set_input_delay [expr $clk_period * $clk_io_pct] -clock clk0 $non_clock_inputs
set_output_delay [expr $clk_period * $clk_io_pct] -clock clk0 [all_outputs]
```

==> run notes <==
run results: status=finished clean, setup violators final=0, Avg Vias per Cell=~1.5, routability cong.=0.671, Comb power frac=approximately 9.8%, Fillers=roughly 400, Total Neg Setup Slack=0 ps, DRC Markers=0, library cells used by synthesis=7, Max-Cap Viols=0, PostCTS Resize Cnt=0, Sink Count=3, Worst Hold Class=input pin to async pin, Pleak=about 0.000081 uW, first-pass GRT wire length=414 um, critical path class=flip-flop to output pin, Max-Slew Margin vs Limit=91.1%, port bufs=3, hold_buf cts=0, via count=approximately 100, ANT nets after route=0, clock share of power=about 53%, Post-Synthesis Cells=10, Worst-Margin Slew=133 ps, initial core utilization=approximately 3.3%, CTS tree=done, CP Launch Type=flip-flop, required time worst endpoint=around 1300 ps, sequential area share after synthesis=65.9%, placed cells=59, post-CTS setup repair buffer count=0, die area=about 6400 um2, Worst R2R Start=E1[2]$_DFF_PN0_, vias in the first global route=~100, Fin. Hold Viols=0, max reg flops=3, tool warning count=25, H-tree depth=1, PwrDens=1080 nW/um2, Tmin final=between 1000 and 1500 ps, Final Max Slew Viols=0, share of layout cells above drive strength 1=17.6%, R2R Setup Slk=around 800 ps, cell count along the critical path=1, crit path max fanout=4, CP endpoint=y, cell row count=21, Max stage delay cell, worst path=clkdlybuf4s50_1, biggest cell delay along the critical path=about 480 ps, initial antenna violation count=0, Setup crit start=E1[2]$_DFF_PN0_, Crit path max-delay family=buffers and inverters, Synthesis Warnings=1, RSZ-0062 raised after global routing=false, Critical Path AT=1070 ps, fin crit share=around 87%, clock skew=~0.52 ps, highest clock rate=0.721 GHz, Initial DRC Count=0, Die Span X=80 um, Sequential Power Share=37.3%, Flops after synth=3, clk slew on worst S/H paths=approximately 40 ps, sw power=~54 uW, # Cells Yosys=10, Layout area overhead=102%, Non-Filler Instances=between 60 and 70, R2R depth=1, peak supply drop=approximately 0.00014 V, crit end category=output pin, worst skew pair latency=around 230 ps, Die Ht=80 um, CP cell instances=clkdlybuf4s50_1, post-synthesis cell area=between 100 and 150 um2, CP Buf/Inv Count=1, CTS Root Cell=clkbuf_4, largest net degree at the start of global routing=5, Synth Area per Inst=about 11 um2, drt first pass iters=1, CTS buffer count=3, Std-Cell Core Area=3420 um2, IO Pins=4, Congestion Overflow GR=0, Pint=roughly 200 uW, Sw Share=between 20 and 25%, drt wl/cell=between 4 and 5 um, Yosys Chip Area=~110 um2, clock buffer depth=2, total track usage=less than 1%, final WL=273 um, r2r endpoint=E1[0]$_DFF_PN0_
routing by layer:
metal	up-vias	track usage, %	part of all wire [%]
li1	49	-	-
met1	41	0.666	40
met2	6	0.883	30
met3	2	1.93	26
met4	0	0.704	2.6
met5	-	0	0
worst min path at each step:
stage | cells after the start | from | to
4_1_cts | 1 | reset | E1[1]$_DFF_PN0_
5_1_grt | 1 | reset | E1[1]$_DFF_PN0_
6_report | 1 | reset | E1[1]$_DFF_PN0_
synthesized netlist by cell type:
cell type,n,share of area (%)
o31a_1,1,7.7
inv_1,1,3.3
nor2_1,2,6.6
nand2b_1,1,5.5
o21ai_1,1,4.4
nand3b_1,1,6.6
dfrtp_1,3,66
cell type report:
class / instances / area, um2 / share of cell area (%)
Multi-Input combinational cell: 6 / 35.0 / 15.2
Antenna cell: 1 / 2.50 / 1.09
Timing Repair Buffer: 3 / 30.0 / 13.0
Tap cell: 46 / 57.6 / 25.0
Inverter: 1 / 3.75 / 1.63
Clock buffer: 4 / 26.3 / 11.4
Sequential cell: 3 / 75.1 / 32.6
power by group through the flow:
stage,clock network [uW],registers [uW],logic [uW]
global route,144,95.2,27.9
CTS,140,93.1,25.5
finish,132,93.2,24.6
logic make-up after synthesis:
family | after synthesis | share of synthesized area [%]
AND/OR/NAND/NOR | 4 | 18.7
flip-flops | 3 | 65.9
AND-OR/OR-AND | 2 | 12.1
buffers and inverters | 1 | 3.29
cells in the final DEF, fill, tap and decap left out:
cell type,Yosys,layout
inv_1,1,1
nand2b_1,1,1
clkbuf_1,0,1
dfrtp_1,3,3
diode_2,0,1
clkdlybuf4s50_1,0,3
nor2_1,2,2
nand3b_1,1,1
clkbuf_4,0,3
o21ai_1,1,1
o31a_1,1,1
through the flow:
stage / total power (uW) / util, % / instance area, um2 / hold WS, ps / setup slack (ps)
after floorplan: 105 / - / 114 / 24.4 / 838
after global placement: 117 / 5.90 / 201 / 447 / 458
after detailed placement: 120 / 5.90 / 201 / 457 / 443
after CTS: 259 / 6.67 / 228 / 258 / 189
after global routing: 267 / 6.67 / 228 / 264 / 137
final: 250 / 6.74 / 230 / 268 / 213
Power is estimated from default activity; no workload was simulated.
