<file path="flow/config.mk">
export PLATFORM = sky130hd
export DESIGN_NAME = mealy_1101
export DESIGN_NICKNAME = mealy_1101
export VERILOG_FILES = /design/flow/design.v
export SDC_FILE = /design/flow/constraint.sdc
export NUM_CORES = 4
export LEC_CHECK = 1
export CORE_AREA = 10 10 70 70
export DIE_AREA = 0 0 80 80
</file>
<file path="flow/design.v">
module mealy_1101 (y, x, clk, reset);
output y;
input x;
input clk;
input reset;
reg y;
parameter     
start = 2'b00,
id1   = 2'b01,
id11  = 2'b11,
id110 = 2'b10;
reg[1:0] E1; 
reg[1:0] E2; 
always @(x or E1)
begin
  y=0;
  case (E1)
  start:
    if (x)
      E2 = id1;
      else
      E2 = start;
  id1:
    if (x)
      E2 = id11;
    else
      E2 = start;
  id11:
    if(x)
      E2 = id11;
    else
      E2 = id110;
  id110:
    if (x)
      begin
      E2 = id1;
      y = 1;
      end
    else
      begin
        E2 = start;
        y = 0;
      end
  default:  
    E2 = 2'bxx;
  endcase
end  
always @ ( posedge clk or negedge reset )
  begin
  if (reset)
    E1=E2;  
  else
    E1=0;  
  end  
endmodule  
</file>
<file path="flow/run.sh">
#!/bin/bash
# OpenROAD 26Q1-2900-gdf79404cd8, Yosys 0.63+post, stock flow scripts
make -C /OpenROAD-flow-scripts/flow DESIGN_CONFIG=/design/flow/config.mk WORK_HOME=/design/flow/orfs finish
</file>
<file path="flow/constraint.sdc">
current_design mealy_1101

set clk_period 1.0
set clk_io_pct 0.2

create_clock -name clk0 -period $clk_period [get_ports {clk}]

set non_clock_inputs [all_inputs -no_clocks]
set_input_delay [expr $clk_period * $clk_io_pct] -clock clk0 $non_clock_inputs
set_output_delay [expr $clk_period * $clk_io_pct] -clock clk0 [all_outputs]
</file>
==> results.json <==
{
  "rsz0062_at_grt": "yes",
  "rows": 21,
  "dr_wl_met3_um": 99,
  "start_kind": "register",
  "track_usage": 0.01369,
  "met2_length_um": 123,
  "fp_util": 0.04029,
  "grt_start_max_net_pins": 5,
  "finalMaxSlewViolations": 0,
  "grt_pass1_vias": 151,
  "synth_async_sr_flop_share": 1.000,
  "totalNegativeSetupSlack_ps": -39.93,
  "largest_reg_flops": 4,
  "cp-end-kind": "primary output",
  "holdCritPathClass": "primary input to async pin",
  "core-area_um2": 3416,
  "violations": "negative setup slack",
  "path_max_fanout": 2,
  "area_growth_pct": 94.55,
  "cp.required_ps": 800,
  "postRouteAntennaNets": 0,
  "cts_tree": "done",
  "cts.clk_slew.worst_paths_ps": 40,
  "tightest_slew_ps": 182.4,
  "maxCapViolCount": 0,
  "setup_viol": 1,
  "irDropWorstVdd_uv": 197.7,
  "hold_viol_final": 0,
  "slowest_stage": "dfrtp_1",
  "die.size.y_um": 80,
  "routed_wirelength_um": 360,
  "grt_first_pass_wirelength_um": 627,
  "max_freq_ghz": 0.9616,
  "firstDrtPassIters": 1,
  "flop_cell": "dfrtp_1",
  "crit_type": "register to primary output",
  "edf_count": 0,
  "path_cells": "and2_1 > buf_2",
  "fin_crit_ps": 1040,
  "yosys_warnings": 1,
  "h-tree-depth": 1,
  "comb_power_share": 0.080,
  "drtIter0Drc": 0,
  "internal-power_w": 0.0003512,
  "layoutNonFillerInstCount": 66,
  "worst_skew_pair.late_latency_ps": 240,
  "p_sw_frac": 0.2111,
  "clkSinkCount": 4,
  "status": "finished with violations",
  "path_delay_family": "flip-flops",
  "vias_per_cell": 1.833,
  "syn-instance-count": 10,
  "drt-met1-wl_um": 124,
  "cts_hold_buf": 0,
  "portBuffers": 3,
  "synth.largest_area_cell": "dfrtp_1",
  "cp_slowest_stage_delay_ps": 360,
  "power_frac_clock": 0.502,
  "power_frac_seq": 0.418,
  "drc_errors": 0,
  "fp.dieW_um": 80,
  "pin_count": 4,
  "cts_root_buffer": "clkbuf_4",
  "top_cells_by_area": "dfrtp_1 55%, dfstp_2 19%, o21a_1 11%",
  "synth_cell_types": 7,
  "setup_ws_ps": -39.93,
  "crit_buf_inv": 1,
  "slew_headroom": 0.8780,
  "top_area_frac": 0.5455,
  "grt_overflow_total": 0,
  "synth-seq-cells": 4,
  "layout-drive-gt1-share": 0.4000,
  "antenna_found_initial": 0,
  "gp_congestion": 0.7214,
  "seq_area_frac_synth": 0.7364,
  "r2r-start": "E1[1]",
  "post-route-util": 0.07839,
  "synth.most_common_cell": "dfrtp_1",
  "p_leak_nw": 0.1107,
  "dpl.cell_count": 61,
  "vias": 121,
  "fin_crit_sh": 1.040,
  "avgSynthCellArea_um2": 13.76,
  "synth.cell_area_um2": 137.6,
  "p_switching_w": 0.00009397,
  "warning_count": 27,
  "ys_cells": 10,
  "fin_skew_ps": 10.80,
  "crit_start": "E1[1]",
  "pwr_density_cell_nw_per_um2": 1663,
  "critical_path_arrival_ps": 840,
  "synth.cells.most_frequent": "3 x dfrtp_1, 2 x o21a_1",
  "num_antenna_cells": 0,
  "yosys_area_um2": 137.6,
  "cts_buffer_depth": 2,
  "top_layer": "met4",
  "hold_slack_ps": 156.7,
  "numCtsBuffers": 3,
  "power_w": 0.0004452,
  "post_drt_wl_per_cell_um": 5.455,
  "die_area_um2": 6400
}
-- area by class of cell --
| class | count | area [um^2] |
|---|---|---|
| clock buffer | 4 | 26.28 |
| fill | 411 | 3148 |
| tap | 46 | 57.56 |
| multi-input combinational | 6 | 36.28 |
| timing repair buffer | 6 | 46.29 |
| sequential | 4 | 101.3 |
-- per-stage QoR --
| step | worst slack, ps | cell area (um^2) |
|---|---|---|
| after floorplan | 309.7 | 137.6 |
| after global placement | -444.6 | 240.2 |
| after detailed placement | -451.2 | 240.2 |
| after CTS | -51.23 | 267.8 |
| after global routing | -82.20 | 267.8 |
| final | -39.93 | 267.8 |
-- power by group through the flow --
stage	logic (W)	clock network [W]	registers, W
6_report	0.0000354	0.000223	0.000186
5_1_grt	0.0000403	0.000254	0.000187
4_1_cts	0.0000361	0.000233	0.000186
-- cell usage in the layout, fill, tap and decap left out --
cell type and count:
dlygate4sd2_1 1, clkbuf_4 3, and2_1 1, o21a_1 2
nor2b_1 1, clkdlybuf4s50_1 1, dfrtp_1 3, buf_4 3
dfstp_2 1, nor3_1 1, buf_2 1, clkbuf_1 1
nor2_1 1
-- worst register-to-register path: cells and delay by family (launching register included) --
kind / cells / cell delay [ps]
buffers and inverters: 2 / 250
DFF: 1 / 360
and+or+nand+nor: 2 / 220
-- cell families after synthesis --
logic type,after synthesis,synth area share
flops,4,0.7364
compound gates,2,0.1091
simple gates,4,0.1545
-- what timing repair did --
action                     in CTS  in global routing
setup endpoints to repair       1                  1
gates resized                   4                  0
pin swaps                       1                  0
setup buffers                   1                  0
-- worst paths after layout --
path / endpoint / slack, ps / cells after the start
worst min-delay path: E1[1] / 160 / 1
worst max-delay path: y / -40 / 2
worst max register to register: E1[0] / 80 / 4
worst min register to register: E1[3] / 480 / 1
max in group asynchronous: E1[0] / 590 / 1
min in group clk0: E1[0] / 360 / 3
-- layer usage --
metal / GRT usage / up-vias
li1: - / 54
met1: 0.01003 / 56
met2: 0.01525 / 7
met3: 0.02500 / 4
met4: 0.005282 / 0
met5: 0 / -
Power figures rest on the tool's default switching activity, not on a simulated workload.
